**/design/flow/config.mk**
```make
export PLATFORM = sky130hd
export DESIGN_NAME = Random_Generator_16bits_auto
export DESIGN_NICKNAME = Random_Generator_16bits_auto
export VERILOG_FILES = /design/flow/design.v
export SDC_FILE = /design/flow/constraint.sdc
export NUM_CORES = 4
export LEC_CHECK = 1
export CORE_AREA = 10 10 82 82
export DIE_AREA = 0 0 92 92
```
**/design/flow/constraint.sdc**
```tcl
current_design Random_Generator_16bits_auto

set clk_period 1.5
set clk_io_pct 0.2

create_clock -name clk0 -period $clk_period [get_ports {CLK}]

set non_clock_inputs [all_inputs -no_clocks]
set_input_delay [expr $clk_period * $clk_io_pct] -clock clk0 $non_clock_inputs
set_output_delay [expr $clk_period * $clk_io_pct] -clock clk0 [all_outputs]
```
**/design/flow/run.sh**
```bash
#!/bin/bash
# OpenROAD 26Q1-2900-gdf79404cd8, Yosys 0.63+post, stock flow scripts
make -C /OpenROAD-flow-scripts/flow DESIGN_CONFIG=/design/flow/config.mk WORK_HOME=/design/flow/orfs finish
```
**/design/flow/design.v**
```verilog
module Random_Generator_16bits_auto(CLK,RANDOM_RESULT);
	input CLK;
	output reg [15:0]RANDOM_RESULT;
	parameter INITIALIZE=1'b0;
	parameter AUTO_GENERATE=1'b1;
	reg current_state=INITIALIZE;
	reg next_state;
	always @(posedge CLK)begin
		current_state<=next_state;
	end
	always @(current_state)begin
		if(current_state==INITIALIZE)begin
			next_state=AUTO_GENERATE;
		end
		else begin
			next_state=AUTO_GENERATE;
		end
	end
	always @(posedge CLK)begin
		case(current_state)
			INITIALIZE:begin
				RANDOM_RESULT<=16'b0101110100001001;
			end
			default:begin
				RANDOM_RESULT[0]<=RANDOM_RESULT[15];
				RANDOM_RESULT[1]<=RANDOM_RESULT[0]^RANDOM_RESULT[15];
				RANDOM_RESULT[2]<=RANDOM_RESULT[1]^RANDOM_RESULT[15];
				RANDOM_RESULT[3]<=RANDOM_RESULT[2]^RANDOM_RESULT[15];
				RANDOM_RESULT[4]<=RANDOM_RESULT[3];
				RANDOM_RESULT[5]<=RANDOM_RESULT[4];
				RANDOM_RESULT[6]<=RANDOM_RESULT[5];
				RANDOM_RESULT[7]<=RANDOM_RESULT[6]^RANDOM_RESULT[15];
				RANDOM_RESULT[8]<=RANDOM_RESULT[7]^RANDOM_RESULT[15];
				RANDOM_RESULT[9]<=RANDOM_RESULT[8]^RANDOM_RESULT[15];
				RANDOM_RESULT[10]<=RANDOM_RESULT[9];
				RANDOM_RESULT[11]<=RANDOM_RESULT[10]^RANDOM_RESULT[15];
				RANDOM_RESULT[12]<=RANDOM_RESULT[11];
				RANDOM_RESULT[13]<=RANDOM_RESULT[12]^RANDOM_RESULT[15];
				RANDOM_RESULT[14]<=RANDOM_RESULT[13]^RANDOM_RESULT[15];
				RANDOM_RESULT[15]<=RANDOM_RESULT[14];
			end
		endcase
	end
endmodule
```
==> Changelog: implementation <==
## Implementation

- Cells after DPL: 130
- Most frequent logic cell in the layout: dfxtp_1
- Critical Path AT: 1.08 ns
- CP top delay family: buffers and inverters
- Switching part of the total: 0.218
- CP max stage cell: clkdlybuf4s50_1
- WP data required: 1.20 ns
- Core area: 0.00507 mm2
- Hold_ws: 0.439 ns
- Setup violations, final: 0
- Final WS setup: 0.116 ns
- First-pass GRT wire length: 1850 um
- Gr ovfl total: 0
- Synthesized registers: 17
- Slew Viols, Final: 0
- Area Overhead vs Synth: 53.9%
- Sequential Power Share: 0.517
- CTS tree: built
- Port-buffer cells: 16
- Crit Path Class: flop to output port
- Gate Count Post-Synth: 45
- RSZ-0062 raised after global routing: no
- Setup TNS: 0 ns
- Register area share after synthesis: 0.643
- Post-synthesis chip area from yosys: 529 um2
- Final core occ: 0.161
- Commonest non-fill, non-tap cells in the layout: 17 x dfxtp_1, 16 x clkdlybuf4s50_1, 9 x and2_1, 5 x xor2_1
- Final Cycle Share: 0.922
- Dpl hpwl: 901 um
- Pwr/cell area: 1280 mW/mm2
- Tool warning count: 25
- Pre-CTS WS: 0.375 ns
- Fin. Hold Viols: 0
- Clock buffer depth: 2
- Hold-fix buffers, CTS: 0
- Hold depth: 1
- Max incr delay on CP: 0.48 ns
- DRT iter0 DRCs: 23
- Worst-path cell chain: clkdlybuf4s50_1
- Largest net degree at the start of global routing: 17
- Max rail drop VDD: 0.332 mV
- CP bufs+invs: 1
- Yosys warnings: 1
- Leak: 0.308 nW
- F_max: 723 MHz
- Cell-internal power: 0.814 mW
- Total Power: 1.04 mW
- Fin area: 815 um2
- Setup Skew: 0.00179 ns
- Max cap viols: 0
- Critical Path Source Type: flop
- Post-CTS sizing: 0
- Vias in the first global route: 336
- Reg2reg path depth: 3
- Crit path time final: 1.38 ns
- Fraction of layout cells with a size suffix above 1: 0.0781
- Level count of the clock H-tree: 1
- # DRC: 0
- Clock Pin Slew Worst Setup and Hold Paths: 0.06 ns
- Cell row count: 26
- Chip Area: 0.00846 mm2
- Mapped Avg Cell Area: 11.8 um2
- Mapped Area: 529 um2
- Vias post-DR: 330
- Clock sink count: 17
- Net switching power: 0.227 mW
- Yosys cell types: 9
- Yosys Instances: 45
- Pre-antenna DRT Iters: 2
- Combinational Power Share: 0.163
- Vias per std cell: 2.46
- IO Pins: 17
- Wire per inst: 9.02 um
- Die Wd: 92 um
- Hold Path Class: flop to flop
- FP Util: 0.104
- Ant. Diodes: 0
- Clock power frac: 0.320
- Initial antenna violation count: 0
- Clk Tree Root Cell: clkbuf_8
- Status: finished, final reports clean
- Worst setup EP type: output port
- Crit. path cell count: 1
- Die H: 92 um
- Layout Cells excl Fill: 134
- Worst skew pair latency: 0.25 ns
- Placer congestion estimate: 0.767
- Placed cell area: 768 um2
- Setup Buffers After CTS: 0
- TritonCTS Buffers: 3
- Drt total wl: 1210 um
- Remaining antenna violation count: 0
- Overall Global Routing Usage: 0.0289
- CP Max Fanout: 2
-- final cells by class --
cell class                      count  area [um2]
Tap cell                           70        87.6
Clock inverter                      1        5.00
Multi-Input combinational cell     26         173
Fill cell                         580        4260
Sequential cell                    17         340
Clock buffer                        3        41.3
Timing Repair Buffer               17         168
-- kinds of logic (layout without fill, tap and decap cells) --
| kind of cell | after synthesis | after routing | share of synthesized area |
|---|---|---|---|
| xor+xnor | 9 | 9 | 0.149 |
| buf+inv | 2 | 21 | 0.0307 |
| flops | 17 | 17 | 0.643 |
| other cells | 1 | 1 | 0.00709 |
| simple gates | 16 | 16 | 0.170 |
-- synthesized netlist by cell type, drive strengths merged --
| cell type | number | area share |
|---|---|---|
| dfxtp | 17 | 0.64 |
| and2 | 9 | 0.11 |
| xor2 | 5 | 0.083 |
| nand2 | 4 | 0.028 |
| xnor2 | 4 | 0.066 |
| nand2b | 3 | 0.035 |
| buf | 1 | 0.021 |
| clkbuf | 1 | 0.0094 |
| conb | 1 | 0.0071 |
-- registers in the layout, summed over array words and instances (netlist names) --
register and cells:
RANDOM_RESULT 16, current_state 1
-- per-layer routing --
metal	vias to the layer above	GRT usage	wire length [um]
li1	168	-	-
met1	148	0.0337	526
met2	12	0.0418	537
met3	2	0.0231	133
met4	0	0.00386	12
met5	-	0	0
-- power by group through the flow --
stage	clock, mW	combinational, mW	sequential (mW)
after CTS	0.344	0.178	0.539
after global routing	0.369	0.189	0.546
final	0.333	0.170	0.538
-- final timing paths --
kind                           from  slack [ns]                 to
setup / recovery  RANDOM_RESULT[13]        0.12  RANDOM_RESULT[13]
hold / removal    RANDOM_RESULT[11]        0.44  RANDOM_RESULT[12]
setup reg to reg  RANDOM_RESULT[15]        0.57   RANDOM_RESULT[1]
hold reg to reg   RANDOM_RESULT[11]        0.44  RANDOM_RESULT[12]
Power figures rest on the tool's default switching activity, not on a simulated workload.
