==> design.v <==
module Random_Generator_12bits(CLK,RESET,SEED,RANDOM_RESULT);
	input CLK;
	input RESET;
	input [11:0]SEED;
	output reg [11:0]RANDOM_RESULT;
	always @(posedge CLK)begin
		if(RESET)begin
			RANDOM_RESULT<=SEED;
		end
		else begin
			RANDOM_RESULT[0]<=RANDOM_RESULT[11];
			RANDOM_RESULT[1]<=RANDOM_RESULT[0]^RANDOM_RESULT[11];
			RANDOM_RESULT[2]<=RANDOM_RESULT[1];
			RANDOM_RESULT[3]<=RANDOM_RESULT[2];
			RANDOM_RESULT[4]<=RANDOM_RESULT[3]^RANDOM_RESULT[11];
			RANDOM_RESULT[5]<=RANDOM_RESULT[4];
			RANDOM_RESULT[6]<=RANDOM_RESULT[5];
			RANDOM_RESULT[7]<=RANDOM_RESULT[6]^RANDOM_RESULT[11];
			RANDOM_RESULT[8]<=RANDOM_RESULT[7];
			RANDOM_RESULT[9]<=RANDOM_RESULT[8];
			RANDOM_RESULT[10]<=RANDOM_RESULT[9];
			RANDOM_RESULT[11]<=RANDOM_RESULT[10];
		end
	end
endmodule
==> run.sh <==
#!/bin/bash
# OpenROAD 26Q1-2900-gdf79404cd8, Yosys 0.63+post, stock flow scripts
make -C /OpenROAD-flow-scripts/flow DESIGN_CONFIG=/design/flow/config.mk WORK_HOME=/design/flow/orfs finish
==> config.mk <==
export PLATFORM = sky130hd
export DESIGN_NAME = Random_Generator_12bits
export DESIGN_NICKNAME = Random_Generator_12bits
export VERILOG_FILES = /design/flow/design.v
export SDC_FILE = /design/flow/constraint.sdc
export NUM_CORES = 4
export LEC_CHECK = 1
export CORE_AREA = 10 10 70 70
export DIE_AREA = 0 0 80 80
==> constraint.sdc <==
current_design Random_Generator_12bits

set clk_period 1.1
set clk_io_pct 0.2

create_clock -name clk0 -period $clk_period [get_ports {CLK}]

set non_clock_inputs [all_inputs -no_clocks]
set_input_delay [expr $clk_period * $clk_io_pct] -clock clk0 $non_clock_inputs
set_output_delay [expr $clk_period * $clk_io_pct] -clock clk0 [all_outputs]
==> report_table.html <==
<h2>Synthesis and place &amp; route</h2>
<table>
<tr><th>Metric</th><th>Value</th></tr>
<tr><th colspan="2">STA</th></tr>
<tr><td>Slew at the pin with the worst max-slew slack</td><td>0.1123 ns</td></tr>
<tr><td>Final setup violation count</td><td>0</td></tr>
<tr><td>Worst clock skew</td><td>0.005389 ns</td></tr>
<tr><td>F_max</td><td>~940 MHz</td></tr>
<tr><td>RSZ-0062 raised after global routing</td><td>false</td></tr>
<tr><td>Hold violation count in the final report</td><td>0</td></tr>
<tr><td>Worst slew margin relative to its limit</td><td>approximately 92%</td></tr>
<tr><td>Count of final max-slew check failures</td><td>0</td></tr>
<tr><td>Final critical path time including I/O delays and setup</td><td>1.061 ns</td></tr>
<tr><td>Ratio of final minimum period to clock period</td><td>96.47%</td></tr>
<tr><td>Final hold slack</td><td>0.4659 ns</td></tr>
<tr><th colspan="2">Clock network</th></tr>
<tr><td>Maximum level of the CTS H-tree</td><td>1</td></tr>
<tr><td>Clock latency on the worst-skew pair</td><td>0.26 ns</td></tr>
<tr><td>Max clock buf depth</td><td>2</td></tr>
<tr><td>Root buffer cell</td><td>sky130_fd_sc_hd__clkbuf_4</td></tr>
<tr><td>Hold Buf Count CTS</td><td>0</td></tr>
<tr><td>Sink count of the clock tree</td><td>12</td></tr>
<tr><td>TritonCTS clock tree</td><td>yes</td></tr>
<tr><td>Number of buffers created by CTS</td><td>3</td></tr>
<tr><td>Clock-pin slew reported for the worst setup and hold paths after clock tree synthesis</td><td>around 0.070 ns</td></tr>
<tr><th colspan="2">Drt</th></tr>
<tr><td>Per-cell routed wire length</td><td>approximately 11 microns</td></tr>
<tr><td>TritonRoute pass-1 iters</td><td>2</td></tr>
<tr><td>Initial drt markers</td><td>2</td></tr>
<tr><td>Drt via density</td><td>approximately 3.1</td></tr>
<tr><td>Post-DRT Antenna Nets</td><td>0</td></tr>
<tr><td>Via Count</td><td>339</td></tr>
<tr><td>Detailed-route wire length</td><td>around 1200 microns</td></tr>
<tr><td>Number of inserted diodes</td><td>0</td></tr>
<tr><td>Drc violations</td><td>0</td></tr>
<tr><th colspan="2">Worst setup path</th></tr>
<tr><td>Slack of the worst reg-to-reg path</td><td>0.26 ns</td></tr>
<tr><td>Nature of the critical path endpoint</td><td>flip-flop</td></tr>
<tr><td>Slowest CP cell</td><td>sky130_fd_sc_hd__clkdlybuf4s50_1</td></tr>
<tr><td>Maximum net fanout on the critical path</td><td>12</td></tr>
<tr><td>Kind of start point of the critical path</td><td>input pin</td></tr>
<tr><td>Data required time of the worst path</td><td>1.25 ns</td></tr>
<tr><td>Reg-to-reg critical path startpoint</td><td>RANDOM_RESULT[11]$_DFF_P_</td></tr>
<tr><td>Endpoint of the worst register-to-register path</td><td>RANDOM_RESULT[0]$_DFF_P_</td></tr>
<tr><td>Ordered cell list for the critical path</td><td>clkdlybuf4s50_1, buf_12, mux2_2</td></tr>
<tr><td>Worst-case reg-to-reg path depth</td><td>2</td></tr>
<tr><td>Largest stage delay on the critical path</td><td>around 0.51 ns</td></tr>
<tr><td>Classification of the worst setup path</td><td>input pin to flip-flop</td></tr>
<tr><td>Data arrival time of the critical path</td><td>1.21 ns</td></tr>
<tr><th colspan="2">Synthesis</th></tr>
<tr><td>Number of distinct standard cells referenced by the synthesized netlist</td><td>8</td></tr>
<tr><td>Biggest area cells</td><td>sky130_fd_sc_hd__dfxtp_1 55%, sky130_fd_sc_hd__mux2_4 14%, sky130_fd_sc_hd__mux2_2 13%</td></tr>
<tr><td>Number of enable flip-flop cells</td><td>0</td></tr>
<tr><td>Share of the yosys chip area belonging to registers</td><td>55.17%</td></tr>
<tr><td>Chip Area, Yosys</td><td>435.4 sq um</td></tr>
<tr><td>Cell count after synthesis</td><td>32</td></tr>
<tr><td>Yosys Warn Count</td><td>1</td></tr>
<tr><td>Total cells reported by yosys after synthesis</td><td>32</td></tr>
<tr><td>Share of async-settable or async-resettable flops after synthesis</td><td>0%</td></tr>
<tr><td>Avg Inst Size Synth</td><td>13.61 sq um</td></tr>
<tr><td>Yosys reg bits</td><td>12</td></tr>
<tr><td>Commonest flop</td><td>sky130_fd_sc_hd__dfxtp_1</td></tr>
<tr><td>Most instantiated cells after synthesis</td><td>12 x sky130_fd_sc_hd__dfxtp_1, 5 x sky130_fd_sc_hd__mux2_2, 4 x sky130_fd_sc_hd__mux2_4</td></tr>
<tr><td>Post-synthesis cell type with the largest combined area</td><td>sky130_fd_sc_hd__dfxtp_1</td></tr>
<tr><td>Netlist area before placement</td><td>about 440 sq um</td></tr>
<tr><td>Area leader share</td><td>55.17%</td></tr>
<tr><td>Most instantiated library cell after synthesis</td><td>sky130_fd_sc_hd__dfxtp_1</td></tr>
<tr><th colspan="2">Job</th></tr>
<tr><td>Max-capacitance violation count</td><td>0</td></tr>
<tr><td>Warning total across the stage logs</td><td>25</td></tr>
<tr><th colspan="2">Place</th></tr>
<tr><td>Global placement routability congestion</td><td>0.6760</td></tr>
<tr><td>Standard cell area after detailed placement</td><td>752.0 sq um</td></tr>
<tr><td>HPWL Detailed</td><td>980.7 microns</td></tr>
<tr><td>Number of buffers inserted by port buffering</td><td>25</td></tr>
<tr><th colspan="2">Global routing</th></tr>
<tr><td>Via count of the first global-routing pass</td><td>390</td></tr>
<tr><td>Largest net degree at the start of global routing</td><td>13</td></tr>
<tr><td>Total congestion overflow</td><td>0</td></tr>
<tr><td>Wire length of the first global-routing pass</td><td>1904 microns</td></tr>
<tr><td>Global routing usage summed across all routing layers</td><td>between 3 and 4%</td></tr>
<tr><td>Number of antenna violations at the first check in global routing</td><td>0</td></tr>
<tr><th colspan="2">Power</th></tr>
<tr><td>Cell-internal power</td><td>0.0007997 W</td></tr>
<tr><td>Pwr/cell area</td><td>1265 nW/um^2</td></tr>
<tr><td>Fraction of power consumed by sequential logic</td><td>roughly half</td></tr>
<tr><td>Combinational share of power</td><td>a little under a quarter</td></tr>
<tr><td>Net switching power</td><td>0.0002084 W</td></tr>
<tr><td>Share of total power in the clock network</td><td>about a quarter</td></tr>
<tr><td>Power Total</td><td>0.001008 W</td></tr>
<tr><td>Static power due to leakage</td><td>between 0.3 and 0.4 nW</td></tr>
<tr><td>Switching portion of total power</td><td>20.67%</td></tr>
<tr><td>Highest ir drop seen on vdd</td><td>0.0004410 V</td></tr>
<tr><th colspan="2">Floorplan</th></tr>
<tr><td>Area of the core region</td><td>roughly 3400 sq um</td></tr>
<tr><td>Die ar.</td><td>roughly 6400 sq um</td></tr>
<tr><td>Initial Util</td><td>12.75%</td></tr>
<tr><td>Row count</td><td>21</td></tr>
<tr><td>Die boundary width</td><td>around 80 microns</td></tr>
<tr><td>Vert. Die Dim</td><td>80 microns</td></tr>
<tr><td>Ports</td><td>26</td></tr>
<tr><th colspan="2">Min path</th></tr>
<tr><td>Path category of the worst min-delay check</td><td>flip-flop to flip-flop</td></tr>
<tr><td>Number of cells on the worst hold path</td><td>1</td></tr>
<tr><td>Worst hold endpoint</td><td>RANDOM_RESULT[6]$_DFF_P_</td></tr>
<tr><td>Startpoint of the tightest hold check path</td><td>RANDOM_RESULT[5]$_DFF_P_</td></tr>
<tr><th colspan="2">Outcome</th></tr>
<tr><td>Result of the run</td><td>finished, final reports clean</td></tr>
<tr><th colspan="2">Finish</th></tr>
<tr><td>Max reg flops</td><td>12</td></tr>
<tr><td>Registers with the highest flip-flop counts</td><td>RANDOM_RESULT: 12 flops</td></tr>
<tr><td>Fraction of layout cells with a size suffix above 1</td><td>46.88%</td></tr>
<tr><td>Share of the core filled with cells in the final layout</td><td>between 20% and 30%</td></tr>
<tr><td>Post-route standard cell area excluding fillers</td><td>797.0 sq um</td></tr>
<tr><td>Synth-to-Final Area Change</td><td>83.05%</td></tr>
<tr><td>Top reg by flops</td><td>RANDOM_RESULT</td></tr>
</table>
==> kinds of logic (layout without fill, tap and decap cells) <==
kind of cell    Yosys count  count (layout)  share of synthesized area (%)
mux                       9               9                          26.72
flops                    12              12                          55.17
xor+xnor                  3               3                          6.036
compound gates            3               3                          3.447
buf+inv                   2              34                          6.033
simple gates              3               3                          2.586
==> critical path: cells and delay by family <==
kind / cells / cell delay (ns)
mux: 1 / 0.33
buf+inv: 2 / 0.66
==> per-layer routing <==
metal	vias to the layer above	GRT usage (%)	share of wire [%]
li1	175	-	-
met1	149	3.875	38
met5	-	0	0
met3	2	3.295	13
met2	13	6.581	48
met4	0	0.1761	0.50
==> layout make-up <==
class | instances | area, sq um
well taps | 46 | 57.56
clock buffers | 3 | 22.52
fillers | 373 | 2619
multi-input cells | 18 | 168.9
flip-flops and latches | 12 | 255.2
repair buffers | 31 | 292.8
==> power groups by stage <==
| stage | Sequential (W) | Combinational (W) | Clock (W) |
|---|---|---|---|
| final | 0.000521 | 0.000229 | 0.000258 |
| after global routing | 0.000529 | 0.000256 | 0.000296 |
| after CTS | 0.000522 | 0.000237 | 0.000277 |
==> layout by cell type, fill, tap and decap left out <==
cell type                          n
sky130_fd_sc_hd__nand2_1           3
sky130_fd_sc_hd__dfxtp_2          12
sky130_fd_sc_hd__clkbuf_4          3
sky130_fd_sc_hd__dlygate4sd2_1    12
sky130_fd_sc_hd__clkdlybuf4s50_1  13
sky130_fd_sc_hd__mux2_4            4
sky130_fd_sc_hd__o21ai_0           3
sky130_fd_sc_hd__buf_4             5
sky130_fd_sc_hd__buf_12            1
sky130_fd_sc_hd__xnor2_1           3
sky130_fd_sc_hd__mux2_2            5
==> worst max path at each step <==
stage / from / end / slack (ns) / cells after the start
final: RESET / RANDOM_RESULT[2]$_DFF_P_ / 0.04 / 3
after CTS: RANDOM_RESULT[11]$_DFF_P_ / RANDOM_RESULT[11] / 0.03 / 1
after global routing: RANDOM_RESULT[2]$_DFF_P_ / RANDOM_RESULT[2] / 0.007 / 1
==> through the flow <==
stage / cells / worst slack [ns] / TNS [ns]
global placement: 104 / -0.2319 / -2.116
global route: 110 / 0.006737 / 0
finish: 110 / 0.03886 / 0
floorplan: 32 / 0.2406 / 0
CTS: 110 / 0.03482 / 0
detailed placement: 104 / -0.2423 / -2.261
==> timing repair <==
item,CTS,global route
buffers inserted,3,0
setup endpoints to repair,12,0
resized,24,0
No activity file was given, so power comes from the tool's default toggle rates.
