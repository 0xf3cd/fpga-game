$ cat /design/flow/design.v
module Random_Generator_N_bits #(parameter N=16)(CLK,RESET,SEED,RANDOM_RESULT);
	input CLK;
	input RESET;
	input [N-1:0]SEED;
	output reg[N-1:0]RANDOM_RESULT=0;
	always @(posedge CLK)begin
		if(RESET)begin
			RANDOM_RESULT<=SEED;
		end
		else begin
			RANDOM_RESULT[0]<=RANDOM_RESULT[N-1];
			RANDOM_RESULT[1]<=RANDOM_RESULT[0]^RANDOM_RESULT[N-1];
			RANDOM_RESULT[N-3:2]<=RANDOM_RESULT[N-4:1];
			RANDOM_RESULT[N-2]<=RANDOM_RESULT[N-3]^RANDOM_RESULT[N-1];
			RANDOM_RESULT[N-1]<=RANDOM_RESULT[N-2];
		end
	end
endmodule
$ cat /design/flow/run.sh
#!/bin/bash
# OpenROAD 26Q1-2900-gdf79404cd8, Yosys 0.63+post, stock flow scripts
make -C /OpenROAD-flow-scripts/flow DESIGN_CONFIG=/design/flow/config.mk WORK_HOME=/design/flow/orfs finish
$ cat /design/flow/config.mk
export PLATFORM = sky130hd
export DESIGN_NAME = Random_Generator_N_bits
export DESIGN_NICKNAME = Random_Generator_N_bits
export VERILOG_FILES = /design/flow/design.v
export SDC_FILE = /design/flow/constraint.sdc
export NUM_CORES = 4
export LEC_CHECK = 1
export CORE_AREA = 10 10 73 73
export DIE_AREA = 0 0 83 83
$ cat /design/flow/constraint.sdc
current_design Random_Generator_N_bits

set clk_period 1.1
set clk_io_pct 0.2

create_clock -name clk0 -period $clk_period [get_ports {CLK}]

set non_clock_inputs [all_inputs -no_clocks]
set_input_delay [expr $clk_period * $clk_io_pct] -clock clk0 $non_clock_inputs
set_output_delay [expr $clk_period * $clk_io_pct] -clock clk0 [all_outputs]
==> CHANGELOG.md <==
### Physical design

* Biggest area cells: dfxtp_1, mux2_2, mux2_4
* Share of layout cells above drive strength 1 at 0.494
* Cell variety after synth at 8
* Psw at 0.000277 W
* CTS tree: done
* Die Wd at 83 um
* TritonCTS sink count at 16
* Gr usage total at 0.0421
* DP Area at 948 um2
* Period utilization at 0.925
* H-tree Lvls at 1
* Fin Hold WS at 469 ps
* Drt first pass iters at 2
* Largest Register: RANDOM_RESULT
* Final Critical Period at 1020 ps
* Grt peak-use layer: met2
* Final setup fails at 0
* Yosys aoi share at 0.0177
* PD cells at 1370 mW/mm2
* Clk_skew at 0.367 ps
* Post-Route WL at 1.44 mm
* Post-layout util at 0.270
* Post-Synth XOR/XNOR Area at 0.0309
* Worst path required time at 880 ps
* ANT nets after route at 0
* Core Util at FP at 0.151
* Biggest regs: RANDOM_RESULT (16)
* Fin. max-slew vios at 0
* Worst Hold Class: flop to flop
* WL/cell at 11.5 um
* Total Negative Setup Slacks at 0 ps
* DR iter-0 viols at 2
* Die Ht at 83 um
* Fmax achieved at 0.982 GHz
* Critical Path End Type: output pin
* Clock Tree Root: clkbuf_8
* # IOs at 34
* Adder Area Share at 0
* Max reg flops at 16
* Crit path cell chain: dlygate4sd2_1
* Maxcap violations at 0
* Ys flops at 16
* CP Launch Type: flop
* Met2 Use GR at 0.0635
* Syn-to-layout area delta at 78.4%
* Sequential share of the synthesized area at 0.565
* Final global-route overflow total at 0
* DP HPWL at 1.17 mm
* Slew headroom at 0.885
* Rows at 22
* FILL cells at 401
* Switching share of power at 0.200
* Largest net degree at the start of global routing at 12
* Total CTS buffers at 3
* Clk buf depth at 2
* M1 GR Usage at 0.0515
* Initial antenna violation count at 0
* Buffers plus inverters on the worst setup path at 1
* First-pass GRT wire length at 2.40 mm
* Slowest cell on the critical path: dfxtp_2
* Worst path max stage delay at 320 ps
* Antenna Cells at 0
* Routed via count at 412
* Gate Area at 215 um2
* Post-CTS Hold Fix Bufs at 0
* GPL Wtd Cong at 0.716
* Hold Vio Cnt, Final at 0
* Max-area cell share at 0.565
* Synth logic family: multiplexers
* Worst Tran Pin Value at 170 ps
* Kind of critical path: flop to output pin
* Input/output buffers at 33
* Synth Instances at 38
* Met3 Usage GRT at 0.0266
* Post-Synth Simple-Gate Area at 0.0132
* Leak at 0.429 nW
* # Cells Yosys at 38
* Combinational share of power at 0.190
* Synth Cell Area at 567 um2
* Status: finished clean
* Syn avg cell area at 14.9 um2
* Dominant cell type by area after synthesis: dfxtp_1
* Pint at 0.00111 W
* Yosys Warn Count at 1
* Fin area at 0.00101 mm2
* Clk latency late pin at 240 ps
* RSZ-0062 raised after global routing: false
* Via density at 3.30
* Reg area at 340 um2
* CP Max Fanout at 2
* Max IR drop VDD at 774 uV
* Number of remaining DRC errors at 0
* Clock power share at 0.311
* Tool warnings at 25
* DIE AREA at 0.00689 mm2
* Total core area at 0.00374 mm2
* CP Data Arrival Time at 800 ps
* Seq pwr share at 0.499
* Mux share at 0.318
* Cell family with most CP delay: flip-flops
* Clock slew at reported path FFs at 60 ps
* Yosys Chip Area at 567 um2
* Vias in the first global route at 451
[final timing paths]
| kind | from | slack, ps | cells past startpoint | end |
|---|---|---|---|---|
| setup / recovery | RANDOM_RESULT[1] | 80 | 1 | RANDOM_RESULT[1] |
| hold / removal | RANDOM_RESULT[3] | 470 | 1 | RANDOM_RESULT[4] |
| setup reg to reg | RANDOM_RESULT[15] | 280 | 3 | RANDOM_RESULT[1] |
| hold reg to reg | RANDOM_RESULT[3] | 470 | 1 | RANDOM_RESULT[4] |
[kinds of logic (layout without fill, tap and decap cells)]
family	after synthesis	in the layout
AOI/OAI and AO/OA	2	2
muxes	14	14
xor gates and xnor gates	2	2
buffers and inverters	2	41
and+or+nand+nor	2	2
DFF	16	16
[power groups by stage]
stage | clock (W) | sequential (W) | combinational (W)
6_report | 0.000431 | 0.000691 | 0.000263
4_1_cts | 0.000466 | 0.000692 | 0.000271
5_1_grt | 0.000494 | 0.000700 | 0.000292
[per-layer routing]
metal | up-vias | wire length [um]
met3 | 2 | 138
met5 | - | 0
li1 | 207 | -
met1 | 185 | 639
met2 | 18 | 651
met4 | 0 | 9
[repair_timing]
action,CTS,global route
gates resized,35,0
hold endpoints to repair,0,0
buffers inserted,2,0
setup endpoints to repair,22,0
[Yosys cell counts]
library cell and n:
buf_12 1, buf_6 1, dfxtp_1 16, mux2_2 8, mux2_4 6, nand2_1 2
o21ai_0 2, xnor2_1 2
[layout by cell type (no fill, tap or decap)]
master	synthesis	final
dlygate4sd2_1	0	17
buf_4	0	3
clkbuf_8	0	3
o21ai_0	2	2
mux2_2	8	8
dfxtp_2	0	16
mux2_4	6	6
clkdlybuf4s50_1	0	16
nand2_1	2	2
xnor2_1	2	2
buf_6	1	2
[final cells by class]
cell class / instances / share of cell area
sequential: 16 / 0.337
clock buffer: 3 / 0.0408
tap: 48 / 0.0594
timing repair buffer: 38 / 0.350
multi-input combinational: 20 / 0.213
[metrics by stage]
step / power, W / setup WS (ps) / std cells
CTS: 0.00143 / 61.5 / 125
detailed placement: 0.000992 / -269 / 120
floorplan: 0.000782 / 226 / 38
finish: 0.00139 / 82.1 / 125
global placement: 0.000991 / -260 / 120
global route: 0.00149 / 40.7 / 125
No activity file was given, so power comes from the tool's default toggle rates.
